`./run.sh`:
```
#!/bin/bash
# OpenROAD 26Q1-2900-gdf79404cd8, Yosys 0.63+post, stock flow scripts
make -C /OpenROAD-flow-scripts/flow DESIGN_CONFIG=/design/flow/config.mk WORK_HOME=/design/flow/orfs finish
```
`./config.mk`:
```
export PLATFORM = sky130hd
export DESIGN_NAME = div10
export DESIGN_NICKNAME = div10
export VERILOG_FILES = /design/flow/design.v
export SDC_FILE = /design/flow/constraint.sdc
export NUM_CORES = 4
export LEC_CHECK = 1
export CORE_UTILIZATION = 40
```
`./constraint.sdc`:
```
current_design div10

set clk_period 81.4
set clk_io_pct 0.2

create_clock -name clk0 -period $clk_period

set non_clock_inputs [all_inputs -no_clocks]
set_input_delay [expr $clk_period * $clk_io_pct] -clock clk0 $non_clock_inputs
set_output_delay [expr $clk_period * $clk_io_pct] -clock clk0 [all_outputs]
```
`./design.v`:
```
`timescale 1ns / 1ps
`default_nettype none
module div10_5(
    input wire [4:0] num,
    output wire q5,
    output wire [3:0] r5);
    wire [4:0] w5 = 10;
    assign q5 = (num >= w5) ? 1'b1 : 1'b0;
    wire [4:0] w;
    assign w = (num >= w5) ? (num - w5) : num;
    assign r5= w[3:0];
endmodule
module div10_6(
    input wire [5:0] num,
    output wire [1:0] q6,
    output wire [3:0] r6);
    wire [4:0] pnum = num[5:1];
    wire [3:0] w;
    div10_5 div10_5_1(.num(pnum),.q5(q6[1]), .r5(w));
    div10_5 div10_5_2(.num({w, num[0]}), .q5(q6[0]), .r5(r6));
endmodule
module div10_8(
    input wire [7:0] num,
    output wire [3:0] q8,
    output wire [3:0] r8);
    wire [5:0] pnum = num[7:2];
    wire [3:0] w;
    div10_6 div10_6_1(.num(pnum), .q6(q8[3:2]), .r6(w));
    div10_6 div10_6_2(.num({w, num[1:0]}), .q6(q8[1:0]), .r6(r8));
endmodule
module div10_12(
    input wire [11:0] num,
    output wire [7:0] q12,
    output wire [3:0] r12);
    wire [7:0] pnum = num[11:4];
    wire [3:0] w;
    div10_8 div10_8_1(.num(pnum), .q8(q12[7:4]), .r8(w));
    div10_8 div10_8_2(.num({w, num[3:0]}), .q8(q12[3:0]), .r8(r12));
endmodule
module div10_20(
    input wire [19:0] num,
    output wire [15:0] q20,
    output wire [3:0] r20);
    wire [11:0] pnum = num[19:8];
    wire [3:0] w;
    div10_12 div10_12_1(.num(pnum), .q12(q20[15:8]), .r12(w));
    div10_12 div10_12_2(.num({w, num[7:0]}), .q12(q20[7:0]), .r12(r20));
endmodule
module div10(
    input wire [31:0] num,
    output wire [31:0] q,
    output wire [31:0] r);
    wire [31:0] nnum = (num[31] == 0) ? num : (~num + 1);
    wire [19:0] pnum = nnum[31:12];
    wire [27:0] pq;
    wire [3:0] pr;
    wire [3:0] w;
    wire [3:0] w1;
    div10_20 div10_20_1(.num(pnum), .q20(pq[27:12]), .r20(w));
    div10_12 div10_12_2(.num({w, nnum[11:4]}), .q12(pq[11:4]), .r12(w1));
    div10_8 div10_8_3(.num({w1, nnum[3:0]}), .q8(pq[3:0]), .r8(pr));
    wire [31:0] ppq;
    wire [3:0] ppr;
    assign ppq = {4'b0, pq};
    assign q = (num[31] == 0) ? ppq : 
                (pr == 0) ? (~ppq + 1) : (~ppq);
    assign ppr = (num[31] == 0 || pr == 0) ? pr : (10 - pr);
    assign r = {28'b0, ppr};
endmodule
```
==> out/notes.md <==
The flow ran to the end, and the final reports show no timing, DRC or antenna violations. With the total congestion overflow after global routing at 0, the mean area per synthesized cell is 6.83 sq um. The worst hold path was traced through 3 stages. Stage-log warning count: 33. The top-area cell type share of the netlist area works out to 5.14%. The tools report the kind of end point of the critical path as a primary output. Looking at the hold checks, the worst path lands on q[1]. The tools report the number of iterations in the first detailed-routing pass as 6. The floorplan step set the die height to 140 um. The Yosys chip area was 0.00766 sq mm; the chip area was 0.0197 sq mm. The largest fanout of any net on the critical path is 14. STA puts the critical path data required time at 65.12 ns. Per the synthesis report, the dominant area consumer among library cells is sky130_fd_sc_hd__xnor2_1. The tools report the number of placed instances, taps included as 1,387. For reference, the top cells by area after synthesis are sky130_fd_sc_hd__xnor2_1 5.1%, sky130_fd_sc_hd__ha_1 5.1%, sky130_fd_sc_hd__nand2_1 5.0%, sky130_fd_sc_hd__o21ai_0 4.2%, sky130_fd_sc_hd__nor2_1 4.1%. For the worst setup slack after placement, the log shows 11.54 ns. The final timing report lists a hold violation count of 0. The initial core utilization was 40.8%; the number of clock buffers in the layout was 0.

Adding up every negative setup slack in the final design gives 0 ns. Detailed routing inserted a total of 8,687 vias. The tools report the yosys stat cell total as 1,122. The run gives 6.26 for the mean number of vias per cell. The start-to-end type of the worst setup path is in2out. 96 I/O pins were placed. Looking at the post-CTS report, the setup buffer insertion count equals 0. The initial antenna violation count was 0. Once the clock tree was built, the resizer swapped 0 gates to a different size. Setup repair after global routing left no endpoint under its margin. The logs give 0 for the total number of yosys warnings and 14.2 MHz for the upper clock frequency limit. The number of different library cells used by synthesis comes to 115.

For the worst endpoint data arrival time, the log shows 54.17 ns. With the post-synthesis instance area at 0.00766 sq mm, the register area is 0 sq um. There are 0 flip-flops and latches. Fill cells in the final layout number 1,925. The slowest stage of the critical path belongs to the cell sky130_fd_sc_hd__or3_1. The violation tally recorded at the end of detailed-routing iteration 0 is 680.

The final routed DRC violation total was 0. The run gives 0 for the total of max-cap violations.

The first global-routing pass estimated 37,900 um of wire. The tools report the setup-violating endpoint count in the final report as 0. The tools report the type of origin of the critical path as an input port. After floorplanning, the core was sized to cover 0.0188 sq mm. In the final report, the number of pins over their slew limit comes to 0.

From synthesis to final layout, the design area changed by 9.01%. Per the hold report, the tightest min-delay path originates at num[31]. The longest incremental delay of any stage on the critical path is reported as 0.66 ns. The final routed wire length divided by cell count is 16.4 um. Counting every instance in the synthesized netlist gives 1,122. The fraction of final layout cells sized beyond drive strength 1 was 8.59%; the final wirelength was 22,700 um. The share of the clock period used by the worst path after layout is 86.5%.

In the placement report, post-DP HPWL is listed as 18,100 um. The finished layout holds 1,387 standard cells, fillers aside. The commonest cells after synthesis are 103 x sky130_fd_sc_hd__nand2_1, 83 x sky130_fd_sc_hd__nor2_1, 67 x sky130_fd_sc_hd__inv_1. With the number of input and output port buffers inserted at 68, the sequential-to-total area share from yosys stat is 0%.

Row generation in the floorplan step produced 50 rows. The routability-driven placement congestion ratio was 0.988; the slew at the pin closest to its max-slew limit was 0.833 ns. Looking at the gate-level netlist, the highest instance count belongs to sky130_fd_sc_hd__nand2_1. STA reports the tightest min-delay check as being of type in2out.

The antenna diode count was 0. Measured along the x axis, the die boundary spans 140 um. Entering global routing, the biggest net connects 51 pins.

The worst path needs 70.45 ns of the cycle, external delays included. By instance count, the cell type seen most on the critical path is sky130_fd_sc_hd__ha_1.

For the global router's overall resource usage, the log shows 23.0%. Nets still carrying antenna violations after routing amount to 0.

The logs give 7,476 for the number of global-route vias before repair and 10.95 ns for the slack of the critical path. For the worst relative slew slack, the log shows 44.4%. The post-CTS hold buffer count recorded in the log is 0.
[how the worst max path moves through the flow]
stage	from	to	slack, ns	cells past startpoint
final	num[0]	q[24]	10.95	156
after global routing	num[0]	q[26]	7.30	156
after CTS	num[0]	q[22]	11.42	156
[metal layers]
metal	wire, um	track usage (%)	share of wire [%]
met5	0	0	0
met4	106	1.27	0.47
met3	1280	1.04	5.6
met2	9720	34.9	43
met1	11600	37.0	51
[cell type report]
type | count | area, sq um | share of cell area (%)
Inverter | 73 | 274 | 3.28
Multi-Input combinational cell | 1004 | 7050 | 84.4
Timing Repair Buffer | 76 | 736 | 8.81
Tap cell | 234 | 293 | 3.50
[worst max-delay path: cells and delay by family]
| kind | cells | cell delay (ns) |
|---|---|---|
| adder cells (fa/ha/maj) | 28 | 8.98 |
| XOR/XNOR | 5 | 1.13 |
| AND-OR/OR-AND | 61 | 14.63 |
| AND/OR/NAND/NOR | 36 | 8.53 |
| multiplexers | 2 | 0.45 |
| buffers and inverters | 24 | 4.12 |
[placed cells by master (no fill, tap or decap), drive strengths merged, types with 17 or more instances in the layout]
master,count
nor2,83
mux2i,29
nand4,24
nand2,104
xor2,19
or2,18
mux2,18
xnor2,45
conb,28
a211oi,29
a311oi,17
o211ai,21
nor3,40
nand3,33
inv,67
or3,20
and2,22
clkdlybuf4s50,67
o41ai,17
a21oi,56
o31ai,25
o21ai,84
ha,31
[cell families (layout without fill, tap and decap cells)]
| group | Yosys count | in the layout | share of synthesized area [%] |
|---|---|---|---|
| AND-OR/OR-AND | 415 | 415 | 42.9 |
| multiplexers | 47 | 47 | 6.69 |
| XOR/XNOR | 64 | 64 | 7.41 |
| AND/OR/NAND/NOR | 419 | 419 | 28.6 |
| buffers and inverters | 145 | 149 | 9.30 |
| adder cells (fa/ha/maj) | 31 | 31 | 5.06 |
| other | 1 | 28 | 0.0489 |
[through the flow]
stage	utilization [%]	hold WS [ns]	area [sq um]
2_1_floorplan	-	32.63	7770
3_3_place_gp	44.5	33.35	8360
3_5_place_dp	44.5	33.34	8360
4_1_cts	44.5	33.34	8360
6_report	44.5	33.34	8360
5_1_grt	44.5	33.38	8360
