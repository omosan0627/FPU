**flow/config.mk**
```make
export PLATFORM = sky130hd
export DESIGN_NAME = fsub
export DESIGN_NICKNAME = fsub
export VERILOG_FILES = /design/flow/design.v
export SDC_FILE = /design/flow/constraint.sdc
export NUM_CORES = 4
export LEC_CHECK = 1
export CORE_UTILIZATION = 30
```
**flow/constraint.sdc**
```tcl
current_design fsub

set clk_period 72.9
set clk_io_pct 0.2

create_clock -name clk0 -period $clk_period

set non_clock_inputs [all_inputs -no_clocks]
set_input_delay [expr $clk_period * $clk_io_pct] -clock clk0 $non_clock_inputs
set_output_delay [expr $clk_period * $clk_io_pct] -clock clk0 [all_outputs]
```
**flow/design.v**
```verilog
`default_nettype none
module fsub(
  input wire [31:0] x1,
  input wire [31:0] x2,
  output wire [31:0] y,
  output wire ovf);
  wire s1;
  wire s2;
  wire [7:0] e1;
  wire [7:0] e2;
  wire [22:0] m1;  
  wire [22:0] m2;
  assign {s1, e1, m1} = x1;
  wire ts;
  assign {ts, e2, m2} = x2;
  assign s2 = ~ts;
  wire [24:0] m1a;
  wire [24:0] m2a;  
  assign m1a= (e1==0) ? {2'b00, m1} : {2'b01, m1}; 
  assign m2a= (e2==0) ? {2'b00, m2} : {2'b01, m2}; 
  wire [7:0] e1a;
  wire [7:0] e2a;  
  assign e1a= (e1==8'b0) ? 1 : e1; 
  assign e2a= (e2==8'b0) ? 1 : e2;  
  wire [7:0] e2ai;    
  assign e2ai=~e2a;  
  wire [8:0] te; 
  assign te={1'b0, e1a}+{1'b0, e2ai};        
  wire ce;
  wire [7:0] tde;
  assign ce=~te[8]; 
  wire [8:0] te2;
  assign te2=te+9'b1;
  wire [8:0] te3;
  assign te3=~te;
  assign tde = (ce==0) ? te2[7:0] : te3[7:0]; 
  wire [4:0] de;  
  assign de = tde>31 ? 31 : tde[4:0]; 
  wire sel;
  assign sel = (de==0) ? ((m1a > m2a) ? 0 : 1) : ce;  
  wire [24:0] ms;
  wire [24:0] mi;   
  wire [7:0] es;
  wire [7:0] ei;  
  wire  ss;
  assign ms = (sel==0) ? m1a : m2a ;
  assign mi = (sel==0) ? m2a : m1a ;
  assign es = (sel==0) ? e1a : e2a ;
  assign ei = (sel==0) ? e2a : e1a ;
  assign ss = (sel==0) ? s1  : s2  ;
  wire [55:0] mie;
  assign mie={mi, 31'b0};
  wire [55:0] mia;  
  assign mia=mie>>de; 
  wire tstck;
  assign tstck=|(mia[28:0]);
  wire [26:0] mye;
  assign mye = (s1==s2) ? {ms, 2'b0}+mia[55:29]  : {ms, 2'b0} - mia[55:29] ;  
  wire [7:0] esi;
  assign esi=es+1;
  wire [7:0] eyd;    
  wire [26:0] myd;
  wire stck;    
  wire flag1;
  assign flag1 = (mye[26]==1 && esi==255) ? 1 : 0;  
  assign myd = (mye[26]==0) ? mye  :  ( (esi==255) ?  {2'b01,25'b0} : mye>>1 )  ;  
  assign eyd = (mye[26]==0) ? es   :  ( (esi==255) ?  255 : esi ) ;  
  assign stck = (mye[26]==0) ? tstck :  tstck || mye[0] ;      
  wire [4:0] se;    
  assign se = (myd[25] == 1) ? 0 :
              (myd[24] == 1) ? 1 :
              (myd[23] == 1) ? 2 :
              (myd[22] == 1) ? 3 :
              (myd[21] == 1) ? 4 :
              (myd[20] == 1) ? 5 :
              (myd[19] == 1) ? 6 :              
              (myd[18] == 1) ? 7 :
              (myd[17] == 1) ? 8 :
              (myd[16] == 1) ? 9 :
              (myd[15] == 1) ? 10 :
              (myd[14] == 1) ? 11 :
              (myd[13] == 1) ? 12 :
              (myd[12] == 1) ? 13 :
              (myd[11] == 1) ? 14 :
              (myd[10] == 1) ? 15 :
              (myd[9] == 1) ? 16 :              
              (myd[8] == 1) ? 17 :
              (myd[7] == 1) ? 18 :
              (myd[6] == 1) ? 19 :
              (myd[5] == 1) ? 20 :
              (myd[4] == 1) ? 21 :
              (myd[3] == 1) ? 22 :
              (myd[2] == 1) ? 23 :
              (myd[1] == 1) ? 24 :
              (myd[0] == 1) ? 25 :  26;
  wire [8:0] eyf;      
  assign eyf = {1'b0, eyd} - {4'b0, se};
  wire [7:0] eyr;    
  wire [26:0] myf;
  assign myf = ({1'b0, eyd} > {4'b0, se}) ? (myd<<se)  : myd<<(eyd[4:0]-1) ;                
  assign eyr = ({1'b0, eyd} > {4'b0, se}) ? eyf[7:0] : 8'b0  ;                              
  wire a;
  assign a=(myf[1] == 1 && myf[0] == 0 && stck == 0 && myf[2] == 1) ? 1 : 0;
  wire b;
  assign b=(myf[1] == 1 && myf[0] == 0 && s1 == s2 && stck ==1) ? 1 : 0;
  wire c;
  assign c=(myf[1] == 1 && myf[0] == 1) ? 1 : 0 ;
  wire d;
  assign d=a||b||c ? 1 : 0;
  wire [24:0] myr;  
  assign myr = (d==1) ? (myf[26:2] + 23'b1) : myf[26:2];
  wire [7:0] eyri;      
  assign eyri = eyr + 8'b1;
  wire [7:0] ey;        
  wire [22:0] my;       
  wire f;
  assign f = |(myr[23:0]) ;  
  assign ey = (myr[24]==1) ? eyri  : ((f==0) ? 0 : eyr) ; 
  assign my = (myr[24]==1) ? 23'b0 : ((f==0) ? 23'b0 : myr[22:0])  ;      
  wire flag2;
  assign flag2 = ((myr[24]==1 && eyri==255) || flag1==1) ? 1 : 0; 
  wire sy;
  assign sy = (ey==0 && my==0) ? s1&&s2 : ss;
  assign y = {sy,ey,my};    
  assign ovf=(e1<255 && e2<255 && flag2==1) ? 1 : 0;
endmodule 
`default_nettype wire
```
**flow/run.sh**
```bash
#!/bin/bash
# OpenROAD 26Q1-2900-gdf79404cd8, Yosys 0.63+post, stock flow scripts
make -C /OpenROAD-flow-scripts/flow DESIGN_CONFIG=/design/flow/config.mk WORK_HOME=/design/flow/orfs finish
```
==> results.txt <==
Synthesis and PnR results.

- The flow ran to the end, and the final reports show no timing, DRC or antenna violations.
- The post-DP HPWL reads 44.8 mm.
- The minimum clock period reads 49.25 ns.
- The total DRC errors in the routed layout is 0.
- The first global-routing pass estimated 86.5 mm of wire.
- According to the timing report, the arrival time at the worst endpoint equals 34.67 ns.
- The count of warnings emitted by yosys reads 0.
- The combined flip-flop and latch cell area reads 0 sq um.
- In this run the remaining antenna-violating nets after routing total 0.
- The portion of total power attributed to sequential cells is 0.
- Per the cell usage report, the commonest logic cells after layout are sky130_fd_sc_hd__nand2_1, sky130_fd_sc_hd__nor2_1, sky130_fd_sc_hd__a21oi_1, sky130_fd_sc_hd__o21ai_0, sky130_fd_sc_hd__inv_1.
- Derived from the worst setup path, the maximum achievable clock frequency is 0.0203 GHz.
- The top cell type's share of synthesized area reads 0.0899.
- Summed over all nets, the switching power comes to 0.234 mW.
- The number of top-level design ports reads 97.
- The global placement routability congestion reads 1.01.
- The number of optimization iterations in the first detailed-route pass reads 8.
- The power report attributes to the combinational group a share of 1.000.
- The met3 usage in global routing is 0.0210.
- The kind of start point of the critical path is a primary input.
- The static leakage reads 5.65 nW.
- The count of standard-cell rows is 76.
- The number of I/O port buffers reads 97.
- Counting distinct cell types in the post-synthesis netlist gives 117.
- The max-slew check reports its worst relative slack as 0.408.
- The number of instances in the synthesized netlist reads 2117.
- In this run the vertical extent of the chip is 212 um.
- The overall fraction of global-route tracks in use is 0.244.
- The launch point of the worst min-delay path is recorded as x2[31].
- The average instance in the mapped netlist occupies 6.25 sq um.
- The met2 usage in global routing is 0.398.
- The count of final hold-check violations is 0.
- The number of antenna violations at the first check in global routing was 0.
- The final core area utilization is 0.339.
- The launching element of the worst setup path is x2[30].
- For this configuration, the core starts out at a cell density of 0.306.
- The worst setup path is of the in -> out kind.
- Setup repair after global routing left no endpoint under its margin.
- Ranked by total cell area, the synthesized netlist is headed by sky130_fd_sc_hd__ha_1, sky130_fd_sc_hd__nand2_1, sky130_fd_sc_hd__nor2_1.
- The number of vias in the routed layout reads 16710.
- The transition time at the pin with the least slew margin reads 0.866 ns.
- The total wire length after detailed routing is 55.2 mm.
- The number of clock buffers in the layout is 0.
- The number of gates resized after CTS was 0.
- The initial detailed-routing violation count reads 1806.
- The count of endpoints failing setup in the final report is 0.
- The most common logic cell in the routed design is sky130_fd_sc_hd__nand2_1.
- The kind of cell with the highest combined delay on the critical path is AND-OR/OR-AND gates.
- The chip area is 44900 sq um.
- The synthesized netlist occupies a cell area of 13200 sq um.
- The total power divided by cell area is 25.8 nW/um^2.
- Per the detail_route report, inserted antenna diodes total 0.
- The per-cell routed wire length reads 20.4 um.
- The share of synthesized area occupied by flip-flops and latches reads 0.
- The maximum vdd drop reads 0.0121 mV.
- The design draws 0.378 mW.
- The area added between synthesis and finish is 10.8%.
- The area of the core region reads 43300 sq um.
- The report puts the hold buffer count at CTS at 0.
- The flop count reads 0.
- The top cell type by total area after synthesis is sky130_fd_sc_hd__ha_1.
- The critical path endpoint has a required time of 58.32 ns.
- The timing report notes that buffer and inverter cells on the critical path total 7.
- The number of global-route vias before repair is 15174.
- The proportion of total power due to net switching reads 0.619.
- The type of destination of the critical path reads a primary output.
- met1 track demand over resource after global routing is 0.332.
- The total count of max-transition violations in the final report is 0.
- The pin count of the biggest net entering global routing is 59.
- The area of the synthesized netlist per yosys stat reads 13200 sq um.
- The post-route clock period utilization reads 0.676.
- The largest fanout on the critical path is 46.
- On the worst path, the slowest cell contributes a delay of 0.92 ns.
- The most repeated library cell on the critical path reads sky130_fd_sc_hd__nor2_1.
- The kind of path behind the tightest hold check is in -> out.
- For this run the aggregate overflow at the end of global routing stands at 0.
- The most utilized layer in the global route result reads met2.
- The yosys cell count is 2117.
- The number of vias per cell reads 6.16.
- The cell internal power dissipation is 0.144 mW.
- The layout cell share with drive strength beyond 1 is 0.0648.
- After routing, the total negative slack on setup checks comes to 0 ns.
- The buffer count from post-CTS setup fixing is 0.
- The worst-path cell with the longest stage delay reads sky130_fd_sc_hd__or4b_2.
- OpenROAD emitted warnings numbering 59.
- The die is 212 um wide.
- The portion of total power attributed to the clock network reads 0.
- The tally of max-capacitance violations is 0.
-- cells by family (layout without fill, tap and decap cells) --
kind of cell | count (synthesis) | in the layout | synth area share
buffers and inverters | 238 | 250 | 0.0794
adders and majority gates | 98 | 98 | 0.0944
muxes | 66 | 66 | 0.0518
AOI/OAI and AO/OA | 763 | 763 | 0.403
xor gates and xnor gates | 83 | 83 | 0.0555
and+or+nand+nor | 869 | 869 | 0.316
-- Yosys cell counts (all sizes together) (16+ instances only) --
library cell,number
a211oi,59
a21o,23
a21oi,165
a311oi,20
a31oi,34
a32oi,16
and2,33
buf,45
clkbuf,80
ha,95
inv,112
mux2i,55
nand2,262
nand2b,29
nand3,91
nand4,23
nor2,240
nor3,58
nor4,22
o211ai,29
o21ai,163
o22ai,35
o31ai,27
or3,22
xnor2,56
xor2,27
-- routing by layer --
layer  vias to the layer above  wire length [um]
met5                         -                 0
met4                         0              2600
met3                       144              3680
met2                       845             25300
met1                      7746             23700
li1                       7975                 -
-- power by group through the flow --
| stage | Clock (mW) | Sequential [mW] | Combinational (mW) |
|---|---|---|---|
| CTS | 0 | 0 | 0.370 |
| global route | 0 | 0 | 0.410 |
| finish | 0 | 0 | 0.378 |
-- path summary, 6_finish.rpt --
kind | slack [ns] | to | cells past startpoint
worst min-delay path | 30.28 | y[31] | 5
worst max-delay path | 23.65 | ovf | 72
-- per-stage QoR --
step	hold slack [ns]	cell area [sq um]	setup slack [ns]	cells
global placement	30.32	14600	24.54	2714
detailed placement	30.30	14600	23.95	2714
finish	30.28	14600	23.65	2714
floorplan	29.34	13200	28.48	2117
global route	30.37	14600	22.35	2714
CTS	30.30	14600	23.93	2714
-- final cells by class --
class,count,area (sq um)
fill,4650,28600
inverter,113,424
multi-input combinational,1879,12200
tap,585,732
timing repair buffer,137,1270
No activity file was given, so power comes from the tool's default toggle rates.
