<file path="design/flow/run.sh">
#!/bin/bash
# OpenROAD 26Q1-2900-gdf79404cd8, Yosys 0.63+post, stock flow scripts
make -C /OpenROAD-flow-scripts/flow DESIGN_CONFIG=/design/flow/config.mk WORK_HOME=/design/flow/orfs finish
</file>
<file path="design/flow/config.mk">
export PLATFORM = sky130hd
export DESIGN_NAME = fadd
export DESIGN_NICKNAME = fadd
export VERILOG_FILES = /design/flow/design.v
export SDC_FILE = /design/flow/constraint.sdc
export NUM_CORES = 4
export LEC_CHECK = 1
export CORE_UTILIZATION = 50
</file>
<file path="design/flow/constraint.sdc">
current_design fadd

set clk_period 42.4
set clk_io_pct 0.2

create_clock -name clk0 -period $clk_period

set non_clock_inputs [all_inputs -no_clocks]
set_input_delay [expr $clk_period * $clk_io_pct] -clock clk0 $non_clock_inputs
set_output_delay [expr $clk_period * $clk_io_pct] -clock clk0 [all_outputs]
</file>
<file path="design/flow/design.v">
`default_nettype none
module fadd(
  input wire [31:0] x1,
  input wire [31:0] x2,
  output wire [31:0] y,
  output wire ovf);
  wire s1;
  wire s2;
  wire [7:0] e1;
  wire [7:0] e2;
  wire [22:0] m1;  
  wire [22:0] m2;
  assign {s1, e1, m1} = x1;
  assign {s2, e2, m2} = x2;
  wire [24:0] m1a;
  wire [24:0] m2a;  
  assign m1a= (e1==0) ? {2'b00, m1} : {2'b01, m1}; 
  assign m2a= (e2==0) ? {2'b00, m2} : {2'b01, m2}; 
  wire [7:0] e1a;
  wire [7:0] e2a;  
  assign e1a= (e1==8'b0) ? 1 : e1; 
  assign e2a= (e2==8'b0) ? 1 : e2;  
  wire [7:0] e2ai;    
  assign e2ai=~e2a;  
  wire [8:0] te; 
  assign te={1'b0, e1a}+{1'b0, e2ai};        
  wire ce;
  wire [7:0] tde;
  assign ce=~te[8]; 
  wire [8:0] te2;
  assign te2=te+9'b1;
  wire [8:0] te3;
  assign te3=~te;
  assign tde = (ce==0) ? te2[7:0] : te3[7:0]; 
  wire [4:0] de;  
  assign de = tde>31 ? 31 : tde[4:0]; 
  wire sel;
  assign sel = (de==0) ? ((m1a > m2a) ? 0 : 1) : ce;  
  wire [24:0] ms;
  wire [24:0] mi;   
  wire [7:0] es;
  wire [7:0] ei;  
  wire  ss;
  assign ms = (sel==0) ? m1a : m2a ;
  assign mi = (sel==0) ? m2a : m1a ;
  assign es = (sel==0) ? e1a : e2a ;
  assign ei = (sel==0) ? e2a : e1a ;
  assign ss = (sel==0) ? s1  : s2  ;
  wire [55:0] mie;
  assign mie={mi, 31'b0};
  wire [55:0] mia;  
  assign mia=mie>>de; 
  wire tstck;
  assign tstck=|(mia[28:0]);
  wire [26:0] mye;
  assign mye = (s1==s2) ? {ms, 2'b0}+mia[55:29]  : {ms, 2'b0} - mia[55:29] ;  
  wire [7:0] esi;
  assign esi=es+1;
  wire [7:0] eyd;    
  wire [26:0] myd;
  wire stck;    
  wire flag1;
  assign flag1 = (mye[26]==1 && esi==255) ? 1 : 0;  
  assign myd = (mye[26]==0) ? mye  :  ( (esi==255) ?  {2'b01,25'b0} : mye>>1 )  ;  
  assign eyd = (mye[26]==0) ? es   :  ( (esi==255) ?  255 : esi ) ;  
  assign stck = (mye[26]==0) ? tstck :  tstck || mye[0] ;      
  wire [4:0] se;    
  assign se = (myd[25] == 1) ? 0 :
              (myd[24] == 1) ? 1 :
              (myd[23] == 1) ? 2 :
              (myd[22] == 1) ? 3 :
              (myd[21] == 1) ? 4 :
              (myd[20] == 1) ? 5 :
              (myd[19] == 1) ? 6 :              
              (myd[18] == 1) ? 7 :
              (myd[17] == 1) ? 8 :
              (myd[16] == 1) ? 9 :
              (myd[15] == 1) ? 10 :
              (myd[14] == 1) ? 11 :
              (myd[13] == 1) ? 12 :
              (myd[12] == 1) ? 13 :
              (myd[11] == 1) ? 14 :
              (myd[10] == 1) ? 15 :
              (myd[9] == 1) ? 16 :              
              (myd[8] == 1) ? 17 :
              (myd[7] == 1) ? 18 :
              (myd[6] == 1) ? 19 :
              (myd[5] == 1) ? 20 :
              (myd[4] == 1) ? 21 :
              (myd[3] == 1) ? 22 :
              (myd[2] == 1) ? 23 :
              (myd[1] == 1) ? 24 :
              (myd[0] == 1) ? 25 :  26;
  wire [8:0] eyf;      
  assign eyf = {1'b0, eyd} - {4'b0, se};
  wire [7:0] eyr;    
  wire [26:0] myf;
  assign myf = ({1'b0, eyd} > {4'b0, se}) ? (myd<<se)  : myd<<(eyd[4:0]-1) ;                
  assign eyr = ({1'b0, eyd} > {4'b0, se}) ? eyf[7:0] : 8'b0  ;                              
  wire a;
  assign a=(myf[1] == 1 && myf[0] == 0 && stck == 0 && myf[2] == 1) ? 1 : 0;
  wire b;
  assign b=(myf[1] == 1 && myf[0] == 0 && s1 == s2 && stck ==1) ? 1 : 0;
  wire c;
  assign c=(myf[1] == 1 && myf[0] == 1) ? 1 : 0 ;
  wire d;
  assign d=a||b||c ? 1 : 0;
  wire [24:0] myr;  
  assign myr = (d==1) ? (myf[26:2] + 23'b1) : myf[26:2];
  wire [7:0] eyri;      
  assign eyri = eyr + 8'b1;
  wire [7:0] ey;        
  wire [22:0] my;       
  wire f;
  assign f = |(myr[23:0]) ;  
  assign ey = (myr[24]==1) ? eyri  : ((f==0) ? 0 : eyr) ; 
  assign my = (myr[24]==1) ? 23'b0 : ((f==0) ? 23'b0 : myr[22:0])  ;      
  wire flag2;
  assign flag2 = ((myr[24]==1 && eyri==255) || flag1==1) ? 1 : 0; 
  wire sy;
  assign sy = (ey==0 && my==0) ? s1&&s2 : ss;              
  assign y =  {sy,ey,my};
  assign ovf=(e1<255 && e2<255 && flag2==1) ? 1 : 0;
endmodule 
`default_nettype wire
</file>
==> deck_impl_summary.md <==
Flow Results at a Glance

Status
  – Status: complete, no violations

Timing
  – Fmax: 27.5 MHz
  – Final worst path period share: 0.858
  – RSZ-0062 raised after global routing: false
  – Final Setup Violations: 0
  – Tmin final: 36.39 ns
  – Worst slew pin tran: 1.25 ns
  – Final hold vios: 0
  – Slew HR: 0.163
  – TNS Setup: 0 ns
  – Fin. max-slew vios: 0

Finish
  – Layout cells sized above 1: 0.0606
  – Seq_cells: 0
  – Filler Cell Count: 2606
  – Number of clock buffers in the layout: 0
  – Layout area overhead: 8.39%
  – Flop area: 0 µm²

Drt
  – DR vias/cell: 6.86
  – Drt pass-1 iters: 8
  – Routed WL per cell: 23.0 µm
  – DRT iter0 DRCs: roughly 2100
  – Drt total wl: 57000 µm
  – Residual DRC: 0
  – Vias post-DR: 17000
  – Number of diodes: 0
  – Antenna-violating nets left: 0

Worst setup path
  – Worst EP required: 33.92 ns
  – Critical path class: primary input to output pin
  – Startpoint types: primary input
  – Worst Path Arrival: 27.91 ns
  – Most common cell on crit path: nor2_1
  – CP max stage delay: between 0.7 and 0.8 ns
  – Critical Path Sink Type: output pin
  – Slowest cell on the critical path: mux2i_4
  – Largest fanout on the critical path: 51

GRT
  – Global-route wire length before repair: 89500 µm
  – Largest net degree at the start of global routing: 52
  – Remaining global-route overflow: 0
  – GRT Total Usage: 0.410
  – Vias in the first global route: 15400
  – Initial antenna violation count: 0

Die
  – Io pins: 97
  – FP Core Util: 0.515
  – Core area: roughly 26000 µm²
  – DIE HEIGHT: roughly 170 µm
  – Die Wd: 167 µm
  – Die area: 27800 µm²
  – Cell Rows: 59

Place
  – Port Buffers: 97
  – Gp weighted congestion: about 1.1
  – Post-DP HPWL: between 40000 and 50000 µm

Pwr
  – Leakage: between 5 and 6 nW
  – Power Dens Cells: 52.4 nW/µm²
  – Worst VDD drop: 0.0248 mV
  – Final Power: 0.770 mW

Synthesis
  – Synth Seq Share: 0
  – Avg Inst Size Synth: 6.32 µm²
  – Biggest area cells: ha_1 (8.8%), nand2_1 (7.7%), mux2i_1 (6.9%), nor2_1 (6.2%), a21oi_1 (5.5%)
  – Synthesized cell area: 13600 µm²
  – Post-Synthesis Cells: ~2100
  – Yosys chip area: 13600 µm²
  – Distinct lib cells: 113
  – Cells in synth_stat.txt: between 2000 and 2500
  – Ys Warns: 0
  – Area share, top type: 0.0877
  – Cell accounting for the most synthesized area: ha_1

Clock tree
  – Post-CTS setup buffers: 0
  – Post-cts hold buffer count: 0
  – Post-CTS sizing: 0

Min path
  – Hold Path Class: primary input to output pin

Flow run
  – OpenROAD warning count: 60
  – Max Cap Violations: 0
-- cell families after synthesis --
| group | share of synthesized area |
|---|---|
| AOI/OAI and AO/OA | 0.372 |
| and+or+nand+nor | 0.313 |
| xor gates and xnor gates | 0.0515 |
| muxes | 0.0957 |
| adders and majority gates | 0.0921 |
| buffers and inverters | 0.0753 |
-- worst max-delay path: cells and delay by family --
| family | cells | cell delay (ns) |
|---|---|---|
| buffers and inverters | 9 | 2.98 |
| adders and majority gates | 6 | 1.82 |
| muxes | 6 | 2.17 |
| AOI/OAI and AO/OA | 20 | 5.57 |
| and+or+nand+nor | 27 | 6.59 |
| xor gates and xnor gates | 1 | 0.25 |
-- synthesized netlist by cell type, types with 24 or more instances --
master and instances:
clkbuf_1 90, a211oi_1 46, o211ai_1 48, and2_1 33
a31oi_1 28, mux2i_1 94, nand3_1 70, o21ai_0 140
nand4_1 27, ha_1 95, inv_1 102, nand2_1 278
nand2b_1 24, a21oi_1 148, nor2_1 224, nor3_1 61
buf_2 27, and3_1 24, xnor2_1 53, nor4_1 32
-- placed cells by master, fill, tap and decap left out, types with 19 or more instances in the layout --
cell             instances
nand2_1                278
nor2_1                 223
a21oi_1                147
o21ai_0                140
inv_1                  102
clkdlybuf4s50_1         97
ha_1                    95
mux2i_1                 93
nand3_1                 70
nor3_1                  61
xnor2_1                 53
o211ai_1                48
a211oi_1                46
buf_4                   43
and2_1                  33
nor4_1                  31
nand4_1                 27
a31oi_1                 27
nand2b_1                24
and3_1                  24
xor2_1                  23
o22ai_1                 21
a211o_1                 21
o31ai_1                 20
mux2_2                  20
o21a_1                  19
-- final cells by class --
type	count	area, µm²	area share
timing repair buffer	140	1290	0.0880
inverter	105	394	0.0268
tap	335	419	0.0285
multi-input combinational	1900	12600	0.857
-- where the power goes --
part           switching (mW)  internal, mW
clock network               0             0
registers                   0             0
logic                   0.482         0.288
-- through the flow --
step	setup WS, ns	area [µm²]	hold WS [ns]	utilization	cells
5_1_grt	4.67	14700	18.05	0.558	2480
3_3_place_gp	6.97	14700	17.95	0.558	2480
2_1_floorplan	10.39	13600	17.00	-	2147
3_5_place_dp	6.41	14700	17.99	0.558	2480
6_report	6.01	14700	17.99	0.558	2480
4_1_cts	6.37	14700	17.99	0.558	2480
-- layer usage --
| layer | global-route usage | wire length (µm) | vias to the layer above |
|---|---|---|---|
| li1 | - | - | 8031 |
| met5 | 0 | 0 | - |
| met2 | 0.646 | 25100 | 1023 |
| met3 | 0.0629 | 5500 | 180 |
| met4 | 0.169 | 2720 | 0 |
| met1 | 0.560 | 23700 | 7779 |
-- worst paths after layout --
path / startpoint / endpoint / slack [ns] / depth (start not counted)
setup / recovery: x2[29] / ovf / 6.01 / 69
hold / removal: x2[30] / ovf / 17.99 / 3
No activity file was given, so power comes from the tool's default toggle rates.
